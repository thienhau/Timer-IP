File: flow/design.v
module apb_if (
    input clk,
    input rst_n,
    input psel,
    input pwrite,
    input penable,
    input [11:0] paddr,
    input [31:0] pwdata,
    input [3:0] pstrb,
    input error,
    input [31:0] rdata,
    output reg pready,
    output pslverr,
    output reg [31:0] prdata,
    output reg_ren,
    output reg_wen,
    output [11:0] addr,
    output [31:0] wdata,
    output [3:0] byte_en
);
    reg wait_cnt;
    reg [1:0] state;
    reg [1:0] next_state;
    parameter IDLE = 0;
    parameter SETUP = 1;
    parameter WAIT = 2;
    parameter ACCESS = 3;
    assign addr = paddr;
    assign wdata = pwdata;
    assign byte_en = pstrb;
    assign reg_wen = (state == ACCESS && pwrite);
    assign reg_ren = (state == ACCESS && !pwrite);
    always @(*) begin
        next_state = state;
        case (state)
            IDLE:
                begin
                    if (psel && !penable)
                        next_state = SETUP;
                    else
                        next_state = IDLE;
                end
            SETUP:
                if (psel && penable)
                    next_state = WAIT;
            WAIT:
                if (wait_cnt == 1)
                    next_state = ACCESS;
            ACCESS:
                begin
                    if (psel && !penable)
                        next_state = SETUP;
                    else
                        next_state = IDLE;
                end
        endcase
    end
    always @(posedge clk or negedge rst_n) begin
        if (!rst_n)
            state <= IDLE;
        else
            state <= next_state;
    end
    always @(posedge clk or negedge rst_n) begin
        if (!rst_n)
            begin
                wait_cnt <= 0;
                prdata <= 0;
                pready <= 0;
            end
        else
            begin
                case (state)
                    IDLE:
                        begin
                            wait_cnt <= 0;
                            pready <= 0;
                        end
                    WAIT:
                        begin
                            wait_cnt <= 1;
                            pready <= 0;
                        end
                    ACCESS:
                        begin
                            prdata <= rdata;
                            pready <= 1;
                            wait_cnt <= 0;
                        end
                    default:
                        pready <= 0;
                endcase
            end
    end
    assign pslverr = (state == ACCESS) && error;
endmodule
module counter (
    input clk,
    input rst_n,
    input timer_en,
    input div_en,
    input [3:0] div_val,
    input halt,
    input tdr0_wr_select,
    input tdr1_wr_select,
    input [31:0] tdr0_init,
    input [31:0] tdr1_init,
    output reg [63:0] counter
);
    reg [7:0] div_cnt;
    reg [31:0] tdr0_reg;
    reg [31:0] tdr1_reg;
    wire cnt_en;
    wire [8:0] div_sel;
    always @(posedge clk or negedge rst_n) begin
        if (!rst_n)
            begin
                tdr0_reg <= 32'h0;
                tdr1_reg <= 32'h0;
            end
        else
            begin
                if (tdr0_wr_select)
                    tdr0_reg <= tdr0_init;
                if (tdr1_wr_select)
                    tdr1_reg <= tdr1_init;
            end
    end
    assign div_sel = div_en ? 1 << div_val : 4'h0;
    always @(posedge clk or negedge rst_n) begin
        if (!rst_n)
            div_cnt <= 0;
        else
            begin
                if (timer_en && !halt)
                    begin
                        if (div_cnt == (div_en ? div_sel - 1 : 0))
                            div_cnt <= 0;
                        else
                            div_cnt <= div_cnt + 1;
                    end
                else
                    div_cnt <= 0;
            end
    end
    assign cnt_en = (timer_en && !halt && div_cnt == (div_en ? div_sel - 1 : 0));
    always @(posedge clk or negedge rst_n) begin
        if (!rst_n)
            begin
                counter <= 0;
            end
        else
            begin
                if (!timer_en)
                    begin
                        counter <= {tdr1_reg, tdr0_reg};
                    end
                else if (cnt_en && !halt)
                    begin
                        counter <= counter + 1;
                    end
            end
    end
endmodule
module halt_ctrl (
    input clk,
    input rst_n,
    input halt_req,
    input dbg_mode,
    output reg halt_ack,
    output halt_en
);
    always @(posedge clk or negedge rst_n) begin
        if (!rst_n)
            halt_ack <= 1'b0;
        else
            halt_ack <= halt_req && dbg_mode;
    end
    assign halt_en = halt_req && dbg_mode;
endmodule
module interrupt_ctrl (
    input clk,
    input rst_n,
    input int_en,
    input compare,
    input int_clr,
    output tim_int,
    output reg int_st
);
    always @(posedge clk or negedge rst_n) begin
        if (!rst_n)
            begin
                int_st <= 0;
            end
        else
            begin
                if (int_clr)
                    begin
                        int_st <= 0;
                    end
                else if (compare)
                    begin
                        int_st <= 1;
                    end
            end
    end
    assign tim_int = int_en && int_st;
endmodule
module register_file (
    input clk,
    input rst_n,
    input r_en,
    input w_en,
    input [11:0] addr,
    input [31:0] wdata,
    input [3:0] byte_en,
    input [63:0] counter,
    input int_st,
    input halt_ack,
    output error,
    output reg [31:0] rdata,
    output timer_en,
    output div_en,
    output [3:0] div_val,
    output halt_req,
    output int_en,
    output int_clr,
    output compare,
    output reg tdr0_wr_select,
    output reg tdr1_wr_select,
    output [31:0] tdr0_value,
    output [31:0] tdr1_value
);
    localparam A_TCR   = 12'h000;
    localparam A_TDR0  = 12'h004;
    localparam A_TDR1  = 12'h008;
    localparam A_TCMP0 = 12'h00C;
    localparam A_TCMP1 = 12'h010;
    localparam A_TIER  = 12'h014;
    localparam A_TISR  = 12'h018;
    localparam A_THCSR = 12'h01C;
    reg [31:0] TCR;
    reg [31:0] TCMP0;
    reg [31:0] TCMP1;
    reg [31:0] TIER;
    reg [31:0] TISR;
    reg [31:0] THCSR;
    reg [31:0] TDR0;
    reg [31:0] TDR1;
    wire [31:0] TCR_wm = 32'h00000F03;
    wire [31:0] TIER_wm = 32'h00000001;
    wire [31:0] THCSR_wm = 32'h00000001;
    wire div_val_er;
    wire timer_en_div_val_er;
    wire timer_en_div_en_er;
    function [31:0] apply_byte_en;
        input [31:0] old_data;
        input [31:0] new_data;
        input [3:0] byte_en;
        begin
            apply_byte_en = old_data;
            if (byte_en[0])
                apply_byte_en[7:0] = new_data[7:0];
            if (byte_en[1])
                apply_byte_en[15:8] = new_data[15:8];
            if (byte_en[2])
                apply_byte_en[23:16] = new_data[23:16];
            if (byte_en[3])
                apply_byte_en[31:24] = new_data[31:24];
        end
    endfunction
    assign timer_en = TCR[0];
    assign div_en = TCR[1];
    assign div_val = TCR[11:8];
    assign int_en = TIER[0];
    assign halt_req = THCSR[0];
    assign compare = (TCMP0 == counter[31:0]) && (TCMP1 == counter[63:32]);
    assign int_clr = (w_en && addr == A_TISR && wdata[0] == 1);
    assign div_val_er = w_en && addr == A_TCR && (wdata[11:8] > 4'd8);
    assign timer_en_div_val_er = w_en && addr == A_TCR && TCR[0] && byte_en[1] && (TCR[11:8] !== wdata[15:8]);
    assign timer_en_div_en_er = w_en && addr == A_TCR && TCR[0] && byte_en[0] && (TCR[1] !== wdata[1]);
    assign error = div_val_er || timer_en_div_val_er || timer_en_div_en_er;
    assign tdr0_value = TDR0;
    assign tdr1_value = TDR1;
    always @(posedge clk or negedge rst_n) begin
        if (!rst_n)
            begin
                TCR <= 32'h0000_0100; 
                TCMP0 <= 32'hFFFF_FFFF; 
                TCMP1 <= 32'hFFFF_FFFF;
                TIER <= 0;
                TISR <= 0;
                THCSR <= 0;
                TDR0 <= 0;
                TDR1 <= 0;
                tdr0_wr_select <= 0;
                tdr1_wr_select <= 0;
            end 
        else
            begin
                tdr0_wr_select <= w_en && addr == A_TDR0;
                tdr1_wr_select <= w_en && addr == A_TDR1;
                if (w_en && addr == A_TISR && byte_en[0] && wdata[0])
                    begin
                        TISR[0] <= 0;
                    end
                else if (int_st)
                    begin
                        TISR[0] <= 1;
                    end
                if (halt_ack)
                    THCSR[1] <= 1;
                else
                    THCSR[1] <= 0;
                if (w_en)
                    begin
                        case (addr)
                            A_TCR:
                                begin
                                    if (byte_en[0])
                                        TCR[0] <= wdata[0];
                                    if (!error)
                                        begin
                                            if (byte_en[0])
                                                TCR[1] <= wdata[1];
                                            if (byte_en[1])
                                                TCR[11:8] <= wdata[11:8];
                                        end
                                end
                            A_TDR0:
                                TDR0 <= apply_byte_en(TDR0, wdata, byte_en);
                            A_TDR1:
                                TDR1 <= apply_byte_en(TDR1, wdata, byte_en);
                            A_TCMP0:
                                TCMP0 <= apply_byte_en(TCMP0, wdata, byte_en);
                            A_TCMP1:
                                TCMP1 <= apply_byte_en(TCMP1, wdata, byte_en);
                            A_TIER:
                                TIER <= (apply_byte_en(TIER, wdata, byte_en) & TIER_wm) | (TIER & ~TIER_wm);
                            A_THCSR:
                                THCSR <= (apply_byte_en(THCSR, wdata, byte_en) & THCSR_wm) | (THCSR & ~THCSR_wm);
                            default: ;
                        endcase
                    end
            end
    end
    always @(*) begin
        if (r_en)
            begin
                case (addr)
                    A_TCR:
                        rdata = {20'h0, TCR[11:8], 6'h0, TCR[1:0]};
                    A_TDR0:
                        rdata = counter[31:0];   
                    A_TDR1:
                        rdata = counter[63:32];  
                    A_TCMP0:
                        rdata = TCMP0;
                    A_TCMP1:
                        rdata = TCMP1;
                    A_TIER:
                        rdata = {31'h0, TIER[0]};
                    A_TISR:
                        rdata = {31'h0, TISR[0]};
                    A_THCSR:
                        rdata = {30'h0, THCSR[1:0]};
                    default:
                        rdata = 32'h0;
                endcase
            end
        else
            rdata = 32'h0;
    end
endmodule
module timer_top (
    input sys_clk,
    input sys_rst_n,
    input tim_psel,
    input tim_pwrite,
    input tim_penable,
    input [11:0] tim_paddr,
    input [31:0] tim_pwdata,
    input [3:0] tim_pstrb,
    input dbg_mode,
    output tim_int,
    output tim_pready,
    output tim_pslverr,
    output [31:0] tim_prdata
);
    wire [11:0] addr;
    wire [31:0] wdata;
    wire [31:0] rdata;
    wire [3:0] byte_en;
    wire reg_ren;
    wire reg_wen;
    wire error_response;
    wire timer_en;
    wire div_en;
    wire halt_req;
    wire int_en;
    wire int_clr;
    wire compare;
    wire int_st;
    wire halt_ack;
    wire [3:0] div_val;
    wire halt_en;
    wire [63:0] counter_out;
    wire tdr0_wr_select;
    wire tdr1_wr_select;
    wire [31:0] tdr0_value;
    wire [31:0] tdr1_value;
    apb_if APB (
        .clk(sys_clk),
        .rst_n(sys_rst_n),
        .psel(tim_psel),
        .pwrite(tim_pwrite),
        .penable(tim_penable),
        .paddr(tim_paddr),
        .pwdata(tim_pwdata),
        .pstrb(tim_pstrb),
        .error(error_response),
        .rdata(rdata),
        .pready(tim_pready),
        .pslverr(tim_pslverr),
        .prdata(tim_prdata),
        .reg_ren(reg_ren),
        .reg_wen(reg_wen),
        .addr(addr),
        .wdata(wdata),
        .byte_en(byte_en)
    );
    register_file REG (
        .clk(sys_clk),
        .rst_n(sys_rst_n),
        .r_en(reg_ren),
        .w_en(reg_wen),
        .addr(addr),
        .wdata(wdata),
        .byte_en(byte_en),
        .counter(counter_out),
        .int_st(int_st),
        .halt_ack(halt_ack),
        .error(error_response),
        .rdata(rdata),
        .timer_en(timer_en),
        .div_en(div_en),
        .div_val(div_val),
        .halt_req(halt_req),
        .int_en(int_en),
        .int_clr(int_clr),
        .compare(compare),
        .tdr0_wr_select(tdr0_wr_select),
        .tdr1_wr_select(tdr1_wr_select),
        .tdr0_value(tdr0_value),
        .tdr1_value(tdr1_value)
    );
    counter CNT (
        .clk(sys_clk),
        .rst_n(sys_rst_n),
        .timer_en(timer_en),
        .div_en(div_en),
        .div_val(div_val),
        .halt(halt_en),
        .tdr0_wr_select(tdr0_wr_select),
        .tdr1_wr_select(tdr1_wr_select),
        .tdr0_init(tdr0_value),
        .tdr1_init(tdr1_value),
        .counter(counter_out)
    );
    interrupt_ctrl INTR (
        .clk(sys_clk),
        .rst_n(sys_rst_n),
        .int_en(int_en),
        .compare(compare),
        .int_clr(int_clr),
        .tim_int(tim_int),
        .int_st(int_st)
    );
    halt_ctrl HALT (
        .clk(sys_clk),
        .rst_n(sys_rst_n),
        .halt_req(halt_req),
        .dbg_mode(dbg_mode),
        .halt_ack(halt_ack),
        .halt_en(halt_en)
    );
endmodule
File: flow/run.sh
#!/bin/bash
# OpenROAD 26Q1-2900-gdf79404cd8, Yosys 0.63+post, stock flow scripts
make -C /OpenROAD-flow-scripts/flow DESIGN_CONFIG=/design/flow/config.mk WORK_HOME=/design/flow/orfs finish
File: flow/config.mk
export PLATFORM = sky130hd
export DESIGN_NAME = timer_top
export DESIGN_NICKNAME = timer_top
export VERILOG_FILES = /design/flow/design.v
export SDC_FILE = /design/flow/constraint.sdc
export NUM_CORES = 4
export LEC_CHECK = 1
export CORE_UTILIZATION = 30
File: flow/constraint.sdc
current_design timer_top

set clk_period 11.1
set clk_io_pct 0.2

create_clock -name clk0 -period $clk_period [get_ports {sys_clk}]

set non_clock_inputs [all_inputs -no_clocks]
set_input_delay [expr $clk_period * $clk_io_pct] -clock clk0 $non_clock_inputs
set_output_delay [expr $clk_period * $clk_io_pct] -clock clk0 [all_outputs]
==> CHANGELOG.md <==
### Changed

- Status: finished clean
- Chip area line of the yosys report: 15,700 um^2
- Setup CP Type: primary input to primary output
- Post-Place Cell Area: 17,300 um^2
- RR Endpoint: CNT.counter[11]$_DFFE_PN0P_
- CTS resizes: 0
- Maximum clock rate: 144 MHz
- Period utilization: 0.624
- First-pass DRT Iterations: 7
- Synth top area share: 0.398
- CTS Buffer Depth: 3
- Worst Max-Slew Pin Slew: 0.906 ns
- Tot GR Track Use: 0.187
- Met2 wire len: 21,100 um
- Chip Area: 53,300 um^2
- Via density: 5.44
- Clock Sinks: between 300 and 400
- Reg2Reg Setup Slack: roughly 6.7 ns
- Startpoint Class: primary input
- Largest reg by FF count: CNT.counter
- Core Util, Final: 0.360
- Share of cells above drive strength 1: 0.250
- N_diodes: 0
- Gate Count Post-Synth: 1,416
- NetSw: 570 uW
- Hold Crit Depth: 1
- Vias post-DR: between 10,000 and 15,000
- CTS Hold Bufs: 0
- Crit path DAT: 4.70 ns
- Area grow syn2layout: 17.9%
- Unique cell types: 75
- Design area: 18,500 um^2
- Crit-path max FO: 11
- Dominant flop cell: dfrtp_1
- CTS tree: yes
- Setup violators final: 0
- Min-delay src: CNT.tdr1_reg[12]$_DFFE_PN0P_
- CTS H-tree depth: 2
- Crit path cell chain: clkdlybuf4s50_1 -> nor4_1 -> nand3_1 -> nor4_1 -> buf_4 -> nor2b_1 -> clkdlybuf4s50_1
- Post-synth ARST share: 1.00
- Top Layer Used: met5
- Vias in the first global route: 11,700
- FF-to-FF path depth: 12
- Slowest stage delay, CP: roughly 0.5 ns
- Hold Crit Class: flop to flop
- WL/cell: between 20 and 25 um
- Yosys cell count: around 1,400
- Pin count of the biggest net entering global routing: 126
- GRT overflow: 0
- Cell internal pwr: 1940 uW
- Number of flip-flops in the largest register: 64
- Slew Viols, Final: 0
- OpenROAD warnings: 27
- Hold Fails Final Rpt: 0
- Residual DRC count: 0
- Most frequent cell after synthesis: dfrtp_1
- First-pass GRT wire length: 73,500 um
- Die width: 231 um
- Worst ir drop on vdd: 105 uV
- Maxcap violations: 0
- Sw Ratio: 0.227
- EDFF count, synth: 0
- Tightest hold margin: 0.473 ns
- Clock Tree Root: clkbuf_16
- Seq pwr share: 0.465
- Pwr Density: approximately 140 nW/um^2
- DRT Wirelength: 47,400 um
- Post-Syn Area: roughly 16,000 um^2
- Hold Crit Endpoint: CNT.counter[44]$_DFFE_PN0P_
- Syn. warnings: 5
- RePlAce Congestion: between 0.9 and 1
- Number of DRC markers in iteration 0: 809
- Top cells by count, synth: 250 x dfrtp_1, 200 x mux2_2, 96 x nor2_1
- Post-synth top area cell: dfrtp_1
- Final-layout fill cell count: 5,054
- Number of antenna violations at the first check in global routing: 3
- Boundary Pins: 89
- Placeable Area: 51,500 um^2
- I/O Buffers: 88
- RSZ-0062 raised after global routing: false
- Critical Path RT: 8.88 ns
- Critical Path Sink Type: primary output
- Hpwl dp: 32,900 um
- Synth Area per Inst: 11.1 um^2
- Total Neg Setup Slack: 0 ns
- Leakage: 0.00801 uW
- Clock power frac: 0.499
- Minimum clock period: 6.92 ns
- FP Util: 0.305
- Clk slew on worst S/H paths: 0.06 ns
- Top area cell types: dfrtp_1 40%, mux2_2 14%, dfstp_2 11%, xor2_1 4.1%, nor2_1 2.3%
- Slew HR: 0.380
- Setup Skew: 0.0407 ns
- Core Rows: 83
- Synth Seq Share: 0.508
- #FFs+latches synth: between 300 and 400
- Die height: 231 um
- Reg2Reg Launch Point: REG.TCR[11]$_DFFE_PN0P_
- Post-CTS setup buffers: 0
- Met3 wire length: slightly above 4000 um
- Met1 wire length: a little over 20,000 um
- Post-route ant nets: 0
- Gate power share: 0.036
- CTS Buf Count: 37
- Critical-path top delay cell: clkdlybuf4s50_1
- Late-Pin Clk Latency: between 0.5 and 0.6 ns
power by group through the flow:
stage / combinational [uW] / sequential (uW) / clock (uW)
after CTS: 94.2 / 1170 / 1280
after global routing: 103 / 1170 / 1330
final: 91.5 / 1170 / 1250
placed cells by master, fill, tap and decap left out, drive strengths merged, types with 13 or more instances in the layout:
cell,n
mux2,200
inv,68
clkdlybuf4s50,87
a21oi,26
or3,18
o22ai,34
nor4,28
dfrtp,250
clkbuf,49
and2,14
o31ai,17
a221oi,32
nand4,25
xor2,73
nand3,46
xnor2,17
nor3,13
nor2,96
and3,14
buf,25
or4,25
a22o,22
nand2,72
dfstp,66
a31oi,33
o21ai,27
critical path, delay by kind of cell:
family                 cells  cell delay, ns
buffers and inverters      3            1.15
and+or+nand+nor            4            1.32
metal layers:
layer  GRT usage  vias up
met1       0.277     6023
met2       0.272      427
met4      0.0515        4
met3      0.0535       84
li1            -     5321
met5           0        -
through the flow:
stage                     cells  setup WS (ns)  power, uW
final                      2179           4.18       2510
after CTS                  2179           4.17       2540
after global placement     2111           4.21       1280
after floorplan            1416           5.34       1210
after detailed placement   2111           4.18       1280
after global routing       2179           3.97       2600
cells by family after synthesis:
group | after synthesis | share of synthesized area
fa+ha+maj | 3 | 0.00239
buf+inv | 161 | 0.0410
flops | 316 | 0.508
xor+xnor | 90 | 0.0501
mux | 211 | 0.151
simple gates | 379 | 0.125
compound gates | 256 | 0.122
cell type report:
type	count	area, um^2	area share
clock buffer	49	1020	0.0551
multi-input combinational	939	7110	0.384
tap	680	851	0.0459
sequential	316	7990	0.431
clock inverter	19	233	0.0126
timing repair buffer	112	1080	0.0582
inverter	64	240	0.0130
worst max path at each step:
stage               from          end  slack (ns)  cells past startpoint
4_1_cts     tim_paddr[7]  tim_pslverr        4.17                      7
6_report    tim_paddr[7]  tim_pslverr        4.18                      7
5_1_grt   tim_pwdata[13]  tim_pslverr        3.97                      8
Power and IR drop assume default switching activity.
